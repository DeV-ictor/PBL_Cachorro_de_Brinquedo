**design/flow/config.mk**
```make
export PLATFORM = sky130hd
export DESIGN_NAME = display
export DESIGN_NICKNAME = display
export VERILOG_FILES = /design/flow/design.v
export SDC_FILE = /design/flow/constraint.sdc
export NUM_CORES = 4
export LEC_CHECK = 1
export CORE_AREA = 10 10 70 70
export DIE_AREA = 0 0 80 80
```
**design/flow/run.sh**
```bash
#!/bin/bash
# OpenROAD 26Q1-2900-gdf79404cd8, Yosys 0.63+post, stock flow scripts
make -C /OpenROAD-flow-scripts/flow DESIGN_CONFIG=/design/flow/config.mk WORK_HOME=/design/flow/orfs finish
```
**design/flow/design.v**
```verilog
module dec_7seg_act (
    input A, B, C,
    output S_a, S_b, S_c, S_d, S_e, S_f, S_g
);
	 wire A_not, B_not, C_not;
	 not(A_not, A);
	 not(B_not, B);
	 not(C_not, C);
    or SEG_a (S_a, B_not, C_not);
    or SEG_b (S_b, A, B, C);
    not SEG_c (S_c, B);
    and SEG_d (S_d, A, C_not);
	 wire F1, F2;
	 and and0 (F1, B, C);
	 and (F2, A_not, B_not, C_not);
    or SEG_e (S_e, F1, F2);
    or SEG_f (S_f, A, C);
    and SEG_g (S_g, B, C);
endmodule
module dec_7seg_spd (
	input A, B,
	output S_a, S_b, S_c, S_d, S_e, S_f, S_g
);
	wire A_not, B_not;
	not not0 (A_not, A);
	not not1 (B_not, B);
	and and_a (S_a, A, B_not);
	and and_d (S_d, A, B_not);
	and and_e (S_e, A, B_not);
	and and_c (S_c, A_not, B);
	and and_f (S_f, A_not, B);
	and and_g (S_g, A_not, B_not);
	and and_b (S_b, 1'b0, A);
endmodule
module display (
	input clk, A_spd, B_spd, A_act, B_act, C_act, onoff,
	output A, B, C, D, E, F, G, P, digit1_out, digit2_out, digit3_out, digit4_out
);
	mux_2x1_act_spd mux_act_spd_inst (
		.sel(clk),
		.A(A),
		.B(B),
		.C(C),
		.D(D),
		.E(E),
		.F(F),
		.G(G),
		.A_x(A_act),
		.B_x(B_act),
		.C_x(C_act),
		.A_z(A_spd),
		.B_z(B_spd)
	);
	mux_2x1_digit mux_digit_inst (
		.onoff(onoff),
		.sel(clk),
		.digit1_out(digit1_out),
		.digit4_out(digit4_out)
	);
	not (P, 1'b0);
	not (digit2_out, 1'b0);
	not (digit3_out, 1'b0);
endmodule
module mux_2x1_act_spd (
	 input sel, A_x, B_x, C_x, A_z, B_z,        
    output A, B, C, D, E, F, G    
);
	 wire A_0, B_0, C_0, D_0, E_0, F_0, G_0, A_1, B_1, C_1, D_1, E_1, F_1, G_1;
    wire not_sel;
    not not_sel0 (not_sel, sel);
    wire out_A_0, out_B_0, out_C_0, out_D_0, out_E_0, out_F_0, out_G_0, out_A_1, out_B_1, out_C_1, out_D_1, out_E_1, out_F_1, out_G_1;
    and and_gate0 (out_A_0, A_0, not_sel);
    and and_gate1 (out_B_0, B_0, not_sel);
    and and_gate2 (out_C_0, C_0, not_sel);
    and and_gate3 (out_D_0, D_0, not_sel);
	 and and_gate4 (out_E_0, E_0, not_sel);
    and and_gate5 (out_F_0, F_0, not_sel);
	 and and_gate6 (out_G_0, G_0, not_sel);
    and and_gate7 (out_A_1, A_1, sel);
    and and_gate8 (out_B_1, B_1, sel);
    and and_gate9 (out_C_1, C_1, sel);
    and and_gate10 (out_D_1, D_1, sel);
	 and and_gate11 (out_E_1, E_1, sel);
    and and_gate12 (out_F_1, F_1, sel);
    and and_gate13 (out_G_1, G_1, sel);
    or or_gate0 (A, out_A_0, out_A_1);
    or or_gate1 (B, out_B_0, out_B_1);
    or or_gate2 (C, out_C_0, out_C_1);
    or or_gate3 (D, out_D_0, out_D_1);
	 or or_gate4 (E, out_E_0, out_E_1);
	 or or_gate5 (F, out_F_0, out_F_1);
	 or or_gate6 (G, out_G_0, out_G_1);
	 dec_7seg_act dis_act_inst (
		.S_a(A_0),
		.S_b(B_0),
		.S_c(C_0),
		.S_d(D_0),
		.S_e(E_0),
		.S_f(F_0),
		.S_g(G_0),
		.A(A_x),
		.B(B_x),
		.C(C_x)
	);
	dec_7seg_spd dis_spd_inst (
		.S_a(A_1),
		.S_b(B_1),
		.S_c(C_1),
		.S_d(D_1),
		.S_e(E_1),
		.S_f(F_1),
		.S_g(G_1),
		.A(A_z),
		.B(B_z)
	);
endmodule
module mux_2x1_digit (
  input sel, onoff,
  output digit1_out, digit4_out
);
  wire not_sel, onoff_not;
  not (not_sel, sel);
  not (onoff_not, onoff);
  or and_gate0 (digit1_out, onoff_not, not_sel);
  or and_gate1 (digit4_out, onoff_not, sel);
endmodule
```
**design/flow/constraint.sdc**
```tcl
current_design display

set clk_period 1.0
set clk_io_pct 0.2

create_clock -name clk0 -period $clk_period

set non_clock_inputs [all_inputs -no_clocks]
set_input_delay [expr $clk_period * $clk_io_pct] -clock clk0 $non_clock_inputs
set_output_delay [expr $clk_period * $clk_io_pct] -clock clk0 [all_outputs]
```
==> run summary <==
Die y size = 80 um
MaxCap Viol Count = 0
Worst vdd ir = 0.0000474 V
Critical path startpoint category = input pin
Fin area = 467 um2
Yosys Chip Area = 161 um2
Violated checks = setup timing
Dominant cell area share = 0.186
Pre-CTS WS = -0.838 ns
Placer congestion estimate = 0.708
Combinational Area = 188 um2
Vias in the first global route = 261
Hold/Removal Path Class = input pin to primary output
Crit Path Category = input pin to primary output
Main area contributors = buf_4 19%, nand2b_1 16%, mux2i_1 12%
Syn_area_per_cell = 7.34 um2
Placement Cell Area = 402 um2
Initial DRC count = 1
Final setup margin = -0.164 ns
CP cell instances = buf_6 -> buf_6 -> and3b_2 -> buf_6 -> a21o_1 -> buf_2
Yosys warning count = 0
Status = complete, but fails checks
# Cells Yosys = 22
Final min period = 1.16 ns
Row count = 21
Total wire length = 752 um
Top delay family on crit path = buffers and inverters
Die width = 80 um
CLK BUF = 0
Area delta synth->final = 189%
Core Box Area = 3420 um2
RSZ-0062 raised after global routing = true
Final setup vio count = 5
CP arrival = 0.96 ns
Synth Seq Share = 0
IO Port Bufs = 16
Crit-path most repeated cell = buf_6
Die area = 6400 um2
Residual DRC = 0
Hold Vio Cnt, Final = 0
Flop area = 0 um2
Netlist cell types = 13
Cts hold-fix bufs = 0
First-pass GRT wire length = 1270 um
Total gr overflow = 0
Tool warnings = 34
Crit path capture type = primary output
I/O pin total = 19
CP bufs+invs = 4
Peak Freq = 859 MHz
Antenna Nets Post-Route = 0
Overall Global Routing Usage = 0.0226
Drt pass-1 iters = 2
Worst path slowest cell = and3b_2
Fillers = 389
Crit-path max FO = 2
Antenna cells = 0
Routed vias = 240
Final Max Slew Viols = 0
FFs & Latches = 0
Vias per inst = 2.58
Routed len/inst = 8.09 um
Share of layout cells above drive strength 1 = 0.766
Fp util = 0.0473
Leading area contributor after synthesis = buf_4
Antenna violations before repair = 0
LEAKAGE = 0.236 nW
DP HPWL = 607 um
Crit-path max cell delay = 0.20 ns
PwrDens = 348 nW/um2
Post-Syn Instances = 22
Synth Cell Area = 161 um2
Final worst path period share = 1.16
Pin count of the biggest net entering global routing = 6
Critical Path RT = 0.80 ns
## worst paths after layout
kind | startpoint | depth (start not counted) | slack (ns) | to
setup / recovery | B_act | 6 | -0.16 | G
hold / removal | C_act | 4 | 0.71 | F
## Yosys cell counts
cell type and n:
and3b_2 1, or3_4 1, a22oi_2 1, nor2_1 1, a21o_1 1, mux2i_1 2, a21oi_1 3, nor3_1 1
conb_1 1, nand2_1 1, nand2b_1 4, nor2b_4 1, buf_4 4
## cells in the final DEF, fill, tap and decap left out
cell type and count:
a21o_1 1, a21oi_1 1, a21oi_2 2, a22oi_2 1, and3b_2 1, buf_2 10
buf_4 5, buf_6 9, buf_8 1, conb_1 3, dlygate4sd2_1 2, mux2i_1 2
nand2_1 1, nand2b_4 4, nor2_1 1, nor2b_4 1, nor3_4 1, or3_4 1
## kinds of logic after synthesis
family / Yosys count / share of synthesized area
AND-OR/OR-AND: 5 / 0.217
buffers and inverters: 4 / 0.186
other: 1 / 0.0232
multiplexers: 2 / 0.124
AND/OR/NAND/NOR: 10 / 0.449
## cell type report
type | instances | share of cell area
Tap cell | 46 | 0.123
Timing Repair Buffer | 27 | 0.475
Multi-Input combinational cell | 20 | 0.402
## metrics by stage
step / power (mW) / std cells / utilization / setup TNS, ns / hold slack [ns]
2_1_floorplan: 0.0449 / 24 / - / 0 / 0.412
3_3_place_gp: 0.144 / 88 / 0.118 / -6.71 / 1.33
3_5_place_dp: 0.145 / 88 / 0.118 / -6.81 / 1.35
4_1_cts: 0.163 / 94 / 0.137 / -0.615 / 0.717
5_1_grt: 0.179 / 93 / 0.137 / -0.774 / 0.746
6_report: 0.162 / 93 / 0.137 / -0.601 / 0.713
## power by group
part           total [mW]  internal, mW  switching [mW]
Clock                   0             0               0
Combinational       0.162         0.107          0.0558
Sequential              0             0               0
## layer usage
metal  share of wire  global-route usage
met4               0                   0
met1            0.41              0.0277
met3            0.16             0.00795
met2            0.43              0.0393
met5               0                   0
## repair_timing
item / in CTS / in global routing
pin swaps: 3 / 3
gates cloned: 0 / 0
buffers inserted: 6 / 0
setup endpoints to repair: 9 / 7
resized: 72 / 2
Power and IR drop assume default switching activity.
